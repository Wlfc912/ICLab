**./config.mk**
```make
export PLATFORM = sky130hd
export DESIGN_NAME = SME
export DESIGN_NICKNAME = SME
export VERILOG_FILES = /design/flow/design.v
export SDC_FILE = /design/flow/constraint.sdc
export NUM_CORES = 4
export LEC_CHECK = 1
export CORE_UTILIZATION = 50
```
**./constraint.sdc**
```tcl
current_design SME

set clk_period 39.9
set clk_io_pct 0.2

create_clock -name clk0 -period $clk_period [get_ports {clk}]

set non_clock_inputs [all_inputs -no_clocks]
set_input_delay [expr $clk_period * $clk_io_pct] -clock clk0 $non_clock_inputs
set_output_delay [expr $clk_period * $clk_io_pct] -clock clk0 [all_outputs]
```
**./design.v**
```verilog
module SME(
	input clk, rst_n,
	input ispattern, isstring,
	input [7:0] chardata,
	output reg out_valid,
	output reg match,
	output reg [4:0] match_index
);
	reg [7:0] in_string [38:0];
	reg [7:0] in_pattern [7:0];
	reg [7:0] in_pattern_2 [7:0];  
	reg [5:0] str_cnt, str_cnt_restore;
	reg [3:0] pat_cnt, preprocess_cnt;
	reg [5:0] comp_str_front1, comp_str_front2;
	reg [1:0] state_preprocess;
	reg has_star, has_star_pre;
	reg [2:0] star_type;  
	reg [2:0] star_pos;
	reg [2:0] pat1_start, pat2_start;  
	reg [3:0] pat1_len, pat2_len;
	reg [7:0] output_bus, output_bus2;
	reg has_sol, local_match;
	reg [4:0] local_match_index;
	localparam  Wait_str = 3'd0,
				Str_in = 3'd1,
				Wait_pat = 3'd2,
				Pat_in = 3'd3,
				Pat_preprocess = 3'd4,
				Onepat = 3'd5,
				Twopats = 3'd6,
				Output = 3'd7;
	reg [2:0] curr_state;
	reg [2:0] next_state;
	always@(posedge clk or negedge rst_n) begin
		if(!rst_n) curr_state <= Wait_str;
		else curr_state <= next_state;
	end
	always@(*) begin
		case(curr_state)
			Wait_str: begin
				if(ispattern) next_state = Pat_in;
				else if(isstring) next_state = Str_in;
				else next_state = Wait_str;
			end
			Str_in: begin
				if(!isstring) next_state = Wait_pat;
				else next_state = Str_in;
			end
			Wait_pat: begin
				if(ispattern) next_state = Pat_in;
				else next_state = Wait_pat;
				str_cnt_restore = str_cnt;
			end
			Pat_in: begin				
				if(!ispattern) next_state = Pat_preprocess;
				else next_state = Pat_in;
			end
			Pat_preprocess: begin
			    if(state_preprocess==2'd2) begin
                    if(star_type == 3'd3) next_state = Twopats;
                    else next_state = Onepat;
				end else next_state = Pat_preprocess;
			end
			Onepat: begin
				if(has_sol) next_state = Output;  
				else if(comp_str_front1+pat1_len == str_cnt+3) next_state = Output;  
				else next_state = Onepat;  
			end
			Twopats: begin
				if(has_sol) next_state = Output;  
				else if(comp_str_front2+pat2_len == str_cnt+3) next_state = Output;  
				else next_state = Twopats;  
			end
			Output: begin
				next_state = Wait_str;  
			end
		endcase
	end
	integer i, j;
	always@(posedge clk or negedge rst_n) begin
		if(!rst_n) begin
			str_cnt <= 0;
			in_string[0] <= 8'd32;  
			in_string[33] <= 8'd32;
			for(i=1; i<33; i=i+1) begin
				in_string[i] <= 8'd32;
			end
			for(i=34; i<39; i=i+1) begin
				in_string[i] <= 8'd46;
			end
			preprocess_cnt <= 4'd0;
			pat_cnt <= 4'd0;
			preprocess_cnt <= 4'd0; 
			has_star <= 1'b0;
			star_pos <= 3'd0;
			for(j=0; j<8; j=j+1) begin
				in_pattern[j] <= 8'd46;
				in_pattern_2[j] <= 8'd46;
			end
			comp_str_front1 <= 5'd0;
			comp_str_front2 <= 5'd0;
			has_sol <= 1'b0;
			local_match <= 1'b0;
			local_match_index <= 5'd0;
			state_preprocess <= 2'd0;
			out_valid <= 1'b0;
			match <= 1'b0;
			match_index <= 5'd0;
		end else begin
			case(next_state)
				Wait_str: begin
					str_cnt <= 0;
					preprocess_cnt <= 4'd0;
					pat_cnt <= 4'd0; 
					preprocess_cnt <= 4'd0;
					has_star <= 1'b0;
					comp_str_front1 <= 5'd0;
					comp_str_front2 <= 5'd0;
					out_valid <= 1'b0;
					match <= 1'b0;
					match_index <= 5'd0;
					has_sol <= 1'b0;
					local_match <= 1'b0;
					local_match_index <= 5'd0;
					state_preprocess <= 2'd0;
					has_star_pre <= 1'b0;
					for(j=0; j<8; j=j+1) begin
						in_pattern[j] <= 8'd46;
						in_pattern_2[j] <= 8'd46;
					end
				end
				Str_in: begin
					str_cnt <= str_cnt + 1;
					in_string[str_cnt+1] <= chardata;
				end
				Wait_pat: begin
				end
				Pat_in: begin
					in_pattern[preprocess_cnt] <= chardata;
					preprocess_cnt <= preprocess_cnt + 1;
					str_cnt <= str_cnt_restore;
					if(chardata == 8'd42) begin
						has_star_pre <= 1'b1;
						star_pos <= preprocess_cnt;
					end
				end
				Pat_preprocess: begin
				    if(state_preprocess<2) state_preprocess <= state_preprocess+1;
					if(has_star_pre && state_preprocess==1'b1) begin
						has_star <= 1'b1;
						case(star_pos)
							3'd0: begin  
								for(i=0; i<7; i=i+1) begin
                                   in_pattern[i] <= in_pattern[i+1];
                                end
                                in_pattern[7] <= 8'd46;
							end
							preprocess_cnt-1: begin  
								in_pattern[preprocess_cnt-1] <= 8'd46;
							end
							default: begin  
								for(i=0; i<8; i=i+1) begin
									if(i==star_pos) begin
										in_pattern[i] <= 8'd46;
									end else if(i>star_pos && i<preprocess_cnt) begin
										in_pattern_2[i-star_pos-1] <= in_pattern[i];
										in_pattern[i] <= 8'd46;
									end
								end
							end
						endcase
					end
					pat_cnt <= preprocess_cnt;
					in_string[str_cnt+1] <= 8'd32;
					comp_str_front1 <= comp_str_front1;
                    comp_str_front2 <= comp_str_front1+pat1_len;
				end
				Onepat: begin
					if(&output_bus) begin 
						has_sol <= 1'b1;
						local_match <= 1'b1;
						if(star_type == 3'd2) local_match_index <= 0;
						else if(in_pattern[0] == 8'd94) local_match_index <= comp_str_front1;
						else local_match_index <= comp_str_front1-1;
					end else begin
						local_match <= 1'b0;
						local_match_index <= 1'b0;
						comp_str_front1 <= comp_str_front1 + 1;
					end
				end
				Twopats: begin
					if(&output_bus) begin
						if(&output_bus2) begin
							has_sol <= 1'b1;
							local_match <= 1'b1;
							if(in_pattern[0] == 8'd94) local_match_index <= comp_str_front1;
						    else local_match_index <= comp_str_front1-1;
						end else begin
							local_match <= 1'b0;
							local_match_index <= 1'b0;
							comp_str_front2 <= comp_str_front2 + 1;
						end
					end else begin
						local_match <= 1'b0;
						local_match_index <= 1'b0;
						comp_str_front1 <= comp_str_front1 + 1;
						comp_str_front2 <= comp_str_front1+pat1_len+1;
					end
				end
				Output: begin
					out_valid <= 1'b1;
					match <= local_match;
					match_index <= local_match_index;
				end
			endcase
		end
	end
	always@(*) begin
		if(curr_state == Wait_str) begin
			star_type = 3'd4;
		end else begin
			if(has_star_pre) begin
				case(star_pos)
					3'd0: begin  
						star_type = 3'd2;
						pat1_len = pat_cnt-1;
					end
					pat_cnt-1: begin  
						star_type = 3'd1;
						pat1_len = pat_cnt-1;
					end
					default: begin  
						star_type = 3'd3;
						pat1_len = star_pos;
						pat2_len = pat_cnt-star_pos-1;
					end
				endcase
			end else begin  
				star_type = 3'd0;
				pat1_len = pat_cnt;
			end
		end
	end
	integer k, l;
	always@(*) begin
	    case(star_type)
			3'd0, 3'd1, 3'd2: begin
				for(k=0; k<8; k=k+1) begin
				    case(in_pattern[k])
				        8'd46: begin
				            if((comp_str_front1==0 && k==0) || (k==pat1_len-1 && comp_str_front1 == str_cnt-pat1_len+2)) output_bus[k] = 1'b0;
				            else output_bus[k] = 1'b1;
				        end
				        8'd36, 8'd94: output_bus[k] = in_string[comp_str_front1+k] == 8'd32;
				        8'd32: begin
				            if((comp_str_front1==0 && k==0) || (k==pat1_len-1 && comp_str_front1 == str_cnt-pat1_len+2)) output_bus[k] = 1'b0;
				            else output_bus[k] = in_string[comp_str_front1+k] == in_pattern[k];
				        end
				        default: output_bus[k] = in_string[comp_str_front1+k] == in_pattern[k];
				    endcase
				end
			end
			3'd3: begin  
				for(k=0; k<8; k=k+1) begin
					case(in_pattern[k])
				        8'd46: begin
				            if(comp_str_front1==0 && k==0) output_bus[k] = 1'b0;
				            else output_bus[k] = 1'b1;
				        end
				        8'd36, 8'd94: output_bus[k] = in_string[comp_str_front1+k] == 8'd32;
				        8'd32: begin
				            if(comp_str_front1==0 && k==0) output_bus[k] = 1'b0;
				            else output_bus[k] = in_string[comp_str_front1+k] == in_pattern[k];
				        end
				        default: output_bus[k] = in_string[comp_str_front1+k] == in_pattern[k];
				    endcase
				end
				for(l=0; l<8; l=l+1) begin
					case(in_pattern_2[l])
				        8'd46: begin
				            if(comp_str_front2 == str_cnt-pat2_len+2 && l==pat2_len-1) output_bus2[l] = 1'b0;
				            else output_bus2[l] = 1'b1;
				        end
				        8'd36, 8'd94: output_bus2[l] = in_string[comp_str_front2+l] == 8'd32;
				        8'd32: begin
				            if(comp_str_front2 == str_cnt-pat2_len+2 && l==pat2_len-1) output_bus2[l] = 1'b0;
				            else output_bus2[l] = in_string[comp_str_front2+l] == in_pattern_2[l];
				        end
				        default: output_bus2[l] = in_string[comp_str_front2+l] == in_pattern_2[l];
				    endcase
				end
			end
			default: begin
				output_bus = 8'b1111_1111;
				output_bus2 = 8'b1111_1111;
			end
		endcase
	end
endmodule
```
**./run.sh**
```bash
#!/bin/bash
# OpenROAD 26Q1-2900-gdf79404cd8, Yosys 0.63+post, stock flow scripts
make -C /OpenROAD-flow-scripts/flow DESIGN_CONFIG=/design/flow/config.mk WORK_HOME=/design/flow/orfs finish
```
==> deck_impl_summary.md <==
Flow Results at a Glance

Yosys
  • Main area contributors: dfrtp_1 (13%), a22oi_1 (9.7%), mux2_2 (5.4%)
  • Yosys Chip Area: between 70000 and 80000 sq um
  • Synth Instances: 10200
  • Main flop type: dfrtp_1
  • EDFF count, synth: 1
  • Cell variety after synth: 122
  • Mapped cell area: 73300 sq um
  • Share of the synthesized area in the top cell type: 12.8%
  • # Cells Yosys: about 10000
  • YS warnings: 4
  • Area leader, netlist: dfrtp_1
  • Mapped Avg Cell Area: 7.22 sq um
  • Synth flops: between 500 and 600
  • Ys async rst share: 95.5%

Clock tree
  • Bufs on Longest Clock Path: 3
  • Htree depth: 2
  • CTS root buffer: clkbuf_16
  • Number of gates resized after CTS: 0
  • Post-CTS setup buffer count: 0
  • CTS Buf Count: 52
  • Hold_buf cts: 0

Outcome
  • Halt Stage: global routing
  • First error: [ERROR GRT-0116] Global routing finished with congestion. Check the congestion regions in the DRC Viewer.
  • Status: aborted with a tool error

Floorplanning
  • FP Util: 50.4%
  • Die Width: 385 um
  • I/O pin count: 19
  • # rows: 140
  • Die height: 385 um

Placed design
  • Post-DP HPWL: ~500000 um
  • Final Wtd Congestion: approximately 1.6
  • Post-Place Cell Area: 77900 sq um
  • Port Buffers: 18
  • Dpl cells: 11600

STA
  • Endpoints left unconstrained: 22
  • Register pins left without a clock: 22

GRT
  • GRT overflow: 14900
  • Vias in the first global route: around 120k
  • Total Routing Usage GR: 108%
  • Largest net degree at the start of global routing: 98
  • First-pass GRT wire length: 1090000 um
layer usage:
metal,GRT overflow,GRT usage [%]
met5,296,95.5
met4,2279,103
met3,2653,104
met2,6643,118
met1,3032,105
cell usage after synthesis (293+ instances only):
master	instances
nand4_1	354
a22o_1	297
mux2_2	354
nor2_1	741
a21oi_1	558
clkbuf_1	1057
nand2_1	765
nand3_1	576
a221oi_1	293
dfrtp_1	374
a22oi_1	946
o21ai_0	380
kinds of logic after synthesis:
family | synth area share, %
AOI/OAI and AO/OA | 36.4
xor gates and xnor gates | 3.15
adders and majority gates | 1.37
buffers and inverters | 8.20
DFF | 17.1
latches | 0.451
muxes | 9.42
and+or+nand+nor | 23.9
through the flow:
stage	hold WS, ns	worst slack [ns]
after CTS	0.479	27.16
after detailed placement	0.477	26.48
after global placement	0.454	26.63
after floorplan	0.430	28.92
