--- flow/run.sh ---
#!/bin/bash
# OpenROAD 26Q1-2900-gdf79404cd8, Yosys 0.63+post, stock flow scripts
make -C /OpenROAD-flow-scripts/flow DESIGN_CONFIG=/design/flow/config.mk WORK_HOME=/design/flow/orfs finish
--- flow/config.mk ---
export PLATFORM = sky130hd
export DESIGN_NAME = SMC
export DESIGN_NICKNAME = SMC
export VERILOG_FILES = /design/flow/design.v
export SDC_FILE = /design/flow/constraint.sdc
export NUM_CORES = 4
export LEC_CHECK = 1
export CORE_UTILIZATION = 50
--- flow/constraint.sdc ---
current_design SMC

set clk_period 62.0
set clk_io_pct 0.2

create_clock -name clk0 -period $clk_period

set non_clock_inputs [all_inputs -no_clocks]
set_input_delay [expr $clk_period * $clk_io_pct] -clock clk0 $non_clock_inputs
set_output_delay [expr $clk_period * $clk_io_pct] -clock clk0 [all_outputs]
--- flow/design.v ---
`timescale 1ns / 1ps
module SMC(
    input [1:0] mode,
    input [2:0] W_0, V_GS_0, V_DS_0,
    input [2:0] W_1, V_GS_1, V_DS_1,
    input [2:0] W_2, V_GS_2, V_DS_2,
    input [2:0] W_3, V_GS_3, V_DS_3,
    input [2:0] W_4, V_GS_4, V_DS_4,
    input [2:0] W_5, V_GS_5, V_DS_5,
    output [9:0] out_n
);
    wire [9:0] sort_in [5:0];
    wire [9:0] sorted [5:0];
    wire [9:0] out_elements [2:0];
	wire [2:0] W [0:5];
	assign W[0] = W_0;
	assign W[1] = W_1;
	assign W[2] = W_2;
	assign W[3] = W_3;
	assign W[4] = W_4;
	assign W[5] = W_5;
	wire [2:0] V_GS [0:5];
	assign V_GS[0] = V_GS_0;
	assign V_GS[1] = V_GS_1;
	assign V_GS[2] = V_GS_2;
	assign V_GS[3] = V_GS_3;
	assign V_GS[4] = V_GS_4;
	assign V_GS[5] = V_GS_5;
	wire [2:0] V_DS [0:5];
	assign V_DS[0] = V_DS_0;
	assign V_DS[1] = V_DS_1;
	assign V_DS[2] = V_DS_2;
	assign V_DS[3] = V_DS_3;
	assign V_DS[4] = V_DS_4;
	assign V_DS[5] = V_DS_5;
	wire [5:0] is_Triode;
	wire [2:0] shared_op [5:0];
	wire [3:0] id_op [5:0];
	wire [3:0] op3 [5:0];
	genvar idx;
	generate
		for( idx=0 ; idx<6 ; idx=idx+1 ) begin
			assign is_Triode[idx] = (V_GS[idx]-1 > V_DS[idx]) ? 1'b1 : 1'b0;
		end
	endgenerate
	generate
		for( idx=0 ; idx<6 ; idx=idx+1 ) begin
			assign shared_op[idx] = is_Triode[idx] ? V_DS[idx] : V_GS[idx]-1;  
			assign id_op[idx] = is_Triode[idx] ? (2*V_GS[idx]-V_DS[idx]-2) : V_GS[idx]-1;
		end
	endgenerate
	generate
		for( idx=0 ; idx<6 ; idx=idx+1 ) begin
			assign op3[idx] = mode[0] ? id_op[idx]: 2'd2;
		end
	endgenerate
	generate
		for( idx=0 ; idx<6 ; idx=idx+1 ) begin
			assign sort_in[idx] = W[idx] * shared_op[idx] * op3[idx] / 3;
		end
	endgenerate
    sort SORT (
        .sort_in_0(sort_in[0]), 
        .sort_in_1(sort_in[1]), 
        .sort_in_2(sort_in[2]), 
        .sort_in_3(sort_in[3]), 
        .sort_in_4(sort_in[4]), 
        .sort_in_5(sort_in[5]),
        .sort_out_0(sorted[0]),
        .sort_out_1(sorted[1]), 
        .sort_out_2(sorted[2]), 
        .sort_out_3(sorted[3]), 
        .sort_out_4(sorted[4]), 
        .sort_out_5(sorted[5])
    );
    assign out_elements[0] = mode[1] ? sorted[0] : sorted[3];
    assign out_elements[1] = mode[1] ? sorted[1] : sorted[4];
    assign out_elements[2] = mode[1] ? sorted[2] : sorted[5];
    assign out_n = mode[0] ? 3*out_elements[0] + 4*out_elements[1] + 5*out_elements[2] : out_elements[0] + out_elements[1] + out_elements[2];
endmodule
module sort(
    input [9:0] sort_in_0, sort_in_1, sort_in_2, sort_in_3, sort_in_4, sort_in_5,
    output [9:0] sort_out_0, sort_out_1, sort_out_2, sort_out_3, sort_out_4, sort_out_5
);
    wire [9:0] a[1:0], b[2:0], c[1:0], d[2:0], e[3:0], f[1:0];
    assign a[0] = sort_in_0 >= sort_in_1 ? sort_in_0 : sort_in_1;
    assign a[1] = sort_in_0 >= sort_in_1 ? sort_in_1 : sort_in_0;
    assign b[0] = sort_in_2 >= a[0] ? sort_in_2 : a[0];
    assign b[1] = sort_in_2 >= a[0] ? a[0] : sort_in_2 >= a[1] ? sort_in_2 : a[1];
    assign b[2] = sort_in_2 < a[1] ? sort_in_2 : a[1];
    assign c[0] = sort_in_3 >= sort_in_4 ? sort_in_3 : sort_in_4;
    assign c[1] = sort_in_3 >= sort_in_4 ? sort_in_4 : sort_in_3;
    assign d[0] = sort_in_5 >= c[0] ? sort_in_5 : c[0];
    assign d[1] = sort_in_5 >= c[0] ? c[0] : sort_in_5 >= c[1] ? sort_in_5 : c[1];
    assign d[2] = sort_in_5 < c[1] ? sort_in_5 : c[1];
    assign sort_out_0 = d[0] >= b[0] ? d[0] : b[0];
    assign sort_out_5 = d[2] >= b[2] ? b[2] : d[2];
    assign e[0] = d[0] >= b[0] ? b[0] : d[0];  
    assign e[1] = d[1] >= b[1] ? d[1] : b[1];  
    assign e[2] = d[1] >= b[1] ? b[1] : d[1];  
    assign e[3] = d[2] >= b[2] ? d[2] : b[2];  
    assign sort_out_1 = e[0] >= e[1] ? e[0] : e[1];
    assign sort_out_4 = e[3] < e[2]  ? e[3] : e[2];
    assign f[0] = e[0] >= e[1] ? e[1] : e[0]; 
    assign f[1] = e[3] < e[2]  ? e[2] : e[3];  
    assign sort_out_2 = f[0] >= f[1] ? f[0] : f[1];
    assign sort_out_3 = f[0] >= f[1] ? f[1] : f[0];
endmodule
==> results.toml <==
# physical design summary
[status]
status = "finished clean"

[critical_path]
cp-end-kind = "output pin"
critical_path_required_ns = 49.60
crit_top_cell = "a21oi_1"
cp-start-kind = "input port"
cp_slowest_cell = "a311oi_2"
cp_slowest_stage_delay_ns = 0.64
cp.arrival_ns = 39.05
critPathCapture = "out_n[9]"
startpoint = "V_GS_1[0]"
crit_fanout = 33
path_class = "input port to output pin"

[synth]
ys_seq_share_pct = 0
top_cell_area_share_pct = 19.6
syn_area_mm2 = 0.0193
yosys_cells = 2737
ys_warn_count = 2
topCellsByArea = "ha_1 (20%), fa_1 (9.7%), inv_1 (5.6%)"
ys_types = 111
netlist_instances = 2737
yosys.area.top_type = "ha_1"
yosys_area_mm2 = 0.0193
syn_avg_cell_area_um2 = 7.04

[detailed_routing]
drc = 0
vias = 18700
ant_nets = 0
firstDrtPassIters = 7
wl_mm = 48.3
drt_iter0_drc = 1257
antenna_cells = 0
via_per_inst = 5.76
wire_per_inst_um = 14.9

[run]
warnings = 32
maxCapViolations = 0

[grt]
grt_use_total_pct = 25.1
grt_pass1_vias = 16700
grt_pass1_wl_mm = 81.0
grt_max_degree = 66
grt_overflow = 0
antenna_found_initial = 1

[timing]
hold_viol = 0
period_minus_slack_ns = 51.45
relSlewSlack_pct = 39.3
fin_tns_setup_ns = 0
worst_pin_slew_ns = 0.904
fmax_mhz = 19.4
rsz0062_at_grt = "no"
setup_viol_count_final = 0
fin_crit_sh_pct = 83.0
slew_violations = 0

[clock_tree]
postCtsSetupRepairBufs = 0
cts_resized = 0
hold_buffers = 0

[finish]
regArea_um2 = 0
area_delta_synth_final_pct = 6.09
stdcell_count = 3253
clock_buffers = 0
flops = 0
post_route_cells_drive_above_1_share_pct = 4.70

[floorplanning]
chipWidth_um = 198
core_mm2 = 0.0378
fp.dieH_um = 198
io_pins = 66
core_util_floorplan_pct = 51.0
chipArea_mm2 = 0.0393
std_cell_rows = 71

[worst_hold_path]
min_path_type = "input port to output pin"

[place]
dpl.hpwl_mm = 40.4
gp_congestion = 0.970
dp.cells = 3253
io_buffers = 66
placed cells by master, fill, tap and decap left out, types with 62 or more instances in the layout:
cell               n
ha_1             302
inv_1            286
nand2_1          254
nor2_1           235
a21oi_1          192
o21ai_0          183
mux2i_1          104
fa_1              93
and2_1            75
xnor2_1           73
clkdlybuf4s50_1   64
nand2b_1          63
a21o_1            62
how the worst min path moves through the flow:
| stage | start | to | slack (ns) | cells after the start |
|---|---|---|---|---|
| CTS | mode[0] | out_n[3] | 25.85 | 6 |
| global route | mode[0] | out_n[3] | 25.88 | 6 |
| finish | mode[0] | out_n[3] | 25.82 | 6 |
layer usage:
metal	wire (µm)	track usage (%)	vias to the layer above	part of all wire (%)
li1	-	-	9813	-
met1	25100	40.3	8507	52
met2	20900	38.9	387	43
met3	1700	0.729	38	3.5
met4	639	2.96	0	1.3
met5	0	0	-	0
through the flow:
stage | worst slack (ns) | hold WS [ns] | cell area, µm² | utilization, %
2_1_floorplan | 12.81 | 25.13 | 19300 | -
3_3_place_gp | 11.13 | 25.82 | 20400 | 54.1
3_5_place_dp | 10.72 | 25.83 | 20400 | 54.1
4_1_cts | 10.59 | 25.85 | 20400 | 54.1
5_1_grt | 7.94 | 25.88 | 20400 | 54.1
6_report | 10.55 | 25.82 | 20400 | 54.1
worst max-delay path: cells and delay by family:
kind | cells | cell delay [ns]
compound gates | 54 | 11.26
fa+ha+maj | 18 | 6.51
simple gates | 37 | 4.07
buf+inv | 15 | 2.77
mux | 5 | 1.28
xor+xnor | 4 | 0.74
cell families (layout without fill, tap and decap cells):
kind of cell	count (synthesis)	count (layout)	share of synthesized area, %
simple gates	926	926	23.6
compound gates	793	793	27.6
mux	125	125	6.63
buf+inv	387	392	7.70
xor+xnor	110	110	5.08
fa+ha+maj	396	396	29.3
cells in the mapped netlist (21+ instances only):
cell	count
a211oi_1	38
a21o_1	62
a21oi_1	195
and2_1	75
and3_1	32
clkbuf_1	78
fa_1	93
ha_1	302
inv_1	286
mux2_2	21
mux2i_1	104
nand2_1	254
nand2b_1	63
nand3_1	59
nor2_1	235
nor2b_1	46
nor3_1	59
o211ai_1	31
o21a_1	26
o21ai_0	183
xnor2_1	73
xor2_1	35
cell type report:
type	instances	area [µm²]
Timing Repair Buffer	101	913
Fill cell	3661	17300
Multi-Input combinational cell	2350	17800
Tap cell	511	639
Inverter	291	1090
